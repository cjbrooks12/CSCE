**flow/run.sh**
```bash
#!/bin/bash
# OpenROAD 26Q1-2900-gdf79404cd8, Yosys 0.63+post, stock flow scripts
make -C /OpenROAD-flow-scripts/flow DESIGN_CONFIG=/design/flow/config.mk WORK_HOME=/design/flow/orfs finish
```
**flow/config.mk**
```make
export PLATFORM = sky130hd
export DESIGN_NAME = MUX32_3to1
export DESIGN_NICKNAME = MUX32_3to1
export VERILOG_FILES = /design/flow/design.v
export SDC_FILE = /design/flow/constraint.sdc
export NUM_CORES = 4
export LEC_CHECK = 1
export CORE_AREA = 10 10 71 71
export DIE_AREA = 0 0 81 81
```
**flow/constraint.sdc**
```tcl
current_design MUX32_3to1

set clk_period 3.2
set clk_io_pct 0.2

create_clock -name clk0 -period $clk_period

set non_clock_inputs [all_inputs -no_clocks]
set_input_delay [expr $clk_period * $clk_io_pct] -clock clk0 $non_clock_inputs
set_output_delay [expr $clk_period * $clk_io_pct] -clock clk0 [all_outputs]
```
**flow/design.v**
```verilog
module MUX32_2to1(a0, a1, sel, out);
   input [31:0] a0, a1;
   input 	sel;
   output [31:0] out;
   reg [31:0] 	 out;
   always @(a0 or a1 or sel)
      if (sel == 0) out = a0;
      else          out = a1;
endmodule  
module MUX32_3to1(a0, a1, a2, sel, out);
   input [31:0] a0, a1, a2;
   input [1:0] 	sel;
   output [31:0] out;
   reg [31:0] 	 out;
   always @(a0 or a1 or a2 or sel)
      if (sel == 0) out = a0;
      else if (sel == 1) out = a1;
	   else out = a2;
endmodule  
module MUX5_2to1(a0, a1, sel, out);
   input [4:0]  a0, a1;
   input 	sel;
   output [4:0] out;
   reg [4:0] 	out;
   always @(a0 or a1 or sel)
      if (sel == 0) out = a0;
      else          out = a1;
endmodule  
```
==> results.txt <==
run results: WS Path Type=primary input to primary output, fraction of layout cells with a size suffix above 1=under 10%, Max Freq=between 300 and 400 MHz, most frequent cells in the layout=clkdlybuf4s50_1, mux2i_1, nand2_1, global-route wire length before repair=6040 um, tool warnings=32, setup TNS=0 ns, # IOs=around 130, CP startpoint kind=primary input, first-pass detailed-route iteration total=2, count of clock buffers in the final design=0, fin crit period=2.56 ns, WL/cell=around 15 um, final setup fails=0, Hold Slack=2.03 ns, die height=81 um, post-CTS sizing=0, Yosys warning count=1, status=finished clean, Final ANT Viol Nets=0, unrepaired setup endpoints after global routing=no, cts hold-fix bufs=0, Slew Limit Fails=0, Netlist Area Pre-Place=about 700 sq um, FF/Latch Area=0 sq um, cycle use final=between 80 and 90%, antenna violations before repair=0, vias in the first global route=approximately 1,200, Final Hold Viols=0, number of max-cap violations=0, Least-Margin Pin Slew=about 0.36 ns, dpl hpwl=~3600 um, crit path max fanout=21, Site Rows=22, Total GRT Usage=around 11%, syn avg cell area=around 6.7 sq um, GPL Wtd Cong=~0.80, DR vias=1,163, width of the die=roughly 81 um, crit end category=primary output, largest net degree at the start of global routing=49, hold crit path type=primary input to primary output, Port-buffer cells=about 130, flop count=0, Worst EP required=~2.6 ns, Syn Inst Count=107, Die Size=roughly 6600 sq um, Synth cell types=8, Core ar.=around 3600 sq um, tally of filler cells in the layout=334, Lkg Pwr=between 0.8 and 0.9 nW, sequential area share after synthesis=0%, remaining routing DRC violations=0, Critical Path AT=between 1.5 and 2 ns, FP Core Util=between 10% and 20%, Area growth, synth to finish=180%, Setup Fix Bufs, Post-CTS=0, commonest non-fill, non-tap cell in the layout=clkdlybuf4s50_1, Iter 0 DRT Violations=40, pwr/cell area=~130 nW/um^2, Max-Slew Margin vs Limit=76.3%, YS chip area=~700 sq um, Detailed Route WL=~4100 um, mean number of vias per cell=approximately 4.2, gr ovfl total=0, Worst VDD drop=about 0.065 mV, yosys stat cell total=107, ant diodes=0
[synth_stat cells (all sizes together)]
| cell type | instances | share of area, % |
|---|---|---|
| nand2 | 32 | 17 |
| mux2i | 32 | 45 |
| o21ai | 32 | 23 |
| buf | 11 | 15 |
[power by group]
group / total (mW) / switching (mW) / internal (mW)
logic: 0.259 / 0.0648 / 0.194
clock network: 0 / 0 / 0
registers: 0 / 0 / 0
[metrics by stage]
step | power (mW) | util [%] | instances | setup WS (ns) | area (sq um)
after floorplan | 0.0724 | - | 107 | 1.42 | 714
after global placement | 0.262 | 55.0 | 276 | 0.630 | 2000
after detailed placement | 0.264 | 55.0 | 276 | 0.613 | 2000
after CTS | 0.265 | 55.0 | 276 | 0.611 | 2000
after global routing | 0.284 | 55.0 | 276 | 0.493 | 2000
final | 0.259 | 55.0 | 276 | 0.635 | 2000
[final timing paths]
path	depth (start not counted)	slack (ns)	from	endpoint
max	5	0.64	sel[0]	out[25]
min	4	2.03	sel[1]	out[20]
[routing by layer]
| layer | share of wire, % | GRT usage, % | wire (um) |
|---|---|---|---|
| met5 | 0 | 0 | 0 |
| met4 | 0 | 0 | 0 |
| met3 | 13 | 5.90 | 523 |
| met2 | 53 | 20.9 | 2160 |
| met1 | 34 | 12.2 | 1390 |
[worst max-delay path, stage by stage]
cell and delay [ns]:
buf_2 0.31, buf_12 0.24, mux2i_1 0.20, o21ai_1 0.07
clkdlybuf4s50_1 0.45
[kinds of logic (layout without fill, tap and decap cells)]
kind of cell           Yosys count  in the layout  share of synthesized area [%]
AND-OR/OR-AND                   32             32                           23.5
multiplexers                    32             32                           44.8
AND/OR/NAND/NOR                 32             32                           16.8
buffers and inverters           11            132                           14.9
[layout make-up]
| type | instances | area, sq um | area share [%] |
|---|---|---|---|
| multi-input cells | 96 | 608 | 30.4 |
| repair buffers | 132 | 1330 | 66.6 |
| well taps | 48 | 60.1 | 3.00 |
Power is estimated from default activity; no workload was simulated.
