[flow/run.sh]
#!/bin/bash
# OpenROAD 26Q1-2900-gdf79404cd8, Yosys 0.63+post, stock flow scripts
make -C /OpenROAD-flow-scripts/flow DESIGN_CONFIG=/design/flow/config.mk WORK_HOME=/design/flow/orfs finish
[flow/design.v]
module ALU_behav( ADin, BDin, ALU_ctr, Result, Overflow, Carry_in, Carry_out, Zero );
   parameter n = 32, Ctr_size = 4;
    input Carry_in;
    input [Ctr_size-1:0] ALU_ctr;
    input [n-1:0] ADin, BDin;
    output [n-1:0] Result;
    reg [n-1:0] Result, tmp;
    output Carry_out, Overflow, Zero;
    reg Carry_out, Overflow, Zero;
    always @(ALU_ctr or ADin or BDin or Carry_in)
     begin
	 case(ALU_ctr)
	   4'b0111:  begin
	      {Carry_out, Result} = ADin + BDin + Carry_in;
	      Overflow = ADin[n-1] & BDin[n-1] & ~Result[n-1]
			 | ~ADin[n-1] & ~BDin[n-1] & Result[n-1];
	   end
	   4'b0001: {Overflow, Result} = ADin + BDin + Carry_in;
	   4'b0010:  begin
	      {Carry_out, Result} = ADin - BDin;
	      Overflow = ADin[n-1] & ~BDin[n-1] & Result[n-1]
			 | ~ADin[n-1] & BDin[n-1] & ~Result[n-1];
	   end
	   4'b0011: {Overflow, Result} = ADin - BDin;
	   4'b1010:  begin
	      {Carry_out, tmp} = ADin - BDin;
	      Overflow = ADin[n-1] & ~BDin[n-1] & ~tmp[n-1]
			 | ~ADin[n-1] & BDin[n-1] & tmp[n-1];
	      Result = tmp[n-1] ^ Overflow;
	   end
	   4'b1011: begin
	      {Carry_out, tmp} = ADin - BDin;
	      Result = Carry_out;
	   end
	   4'b0101 :  Result = ADin | BDin;
	   4'b0100:  Result = ADin & BDin;
	   4'b0110:  Result = ADin ^ BDin;
	   4'b0000:  Result = ADin;
	 endcase
	 Zero = ~| Result;   
      end
endmodule
[flow/config.mk]
export PLATFORM = sky130hd
export DESIGN_NAME = ALU_behav
export DESIGN_NICKNAME = ALU_behav
export VERILOG_FILES = /design/flow/design.v
export SDC_FILE = /design/flow/constraint.sdc
export NUM_CORES = 4
export LEC_CHECK = 1
export CORE_UTILIZATION = 40
[flow/constraint.sdc]
current_design ALU_behav

set clk_period 17.0
set clk_io_pct 0.2

create_clock -name clk0 -period $clk_period

set non_clock_inputs [all_inputs -no_clocks]
set_input_delay [expr $clk_period * $clk_io_pct] -clock clk0 $non_clock_inputs
set_output_delay [expr $clk_period * $clk_io_pct] -clock clk0 [all_outputs]
==> Changelog: implementation <==
### Implementation results

- Status: completed
- Post-route ant nets: 0
- HPWL after detailed placement: 18900 um
- Yosys warns: 1
- RSZ-0062 raised after global routing: no
- Post-synth EDFFs: 0
- Tightest Pin Transition: 0.888 ns
- Final Non-Filler Cells: 1244
- Total power: 268 uW
- Switching share of power: 57.6%
- Ant diodes: 0
- Flop pwr share: 5.8%
- Chip area: 16900 um^2
- Die y size: 130 um
- Fmax: 0.0858 GHz
- Core ar.: 15900 um^2
- Max-cap violations: 0
- Fillers: 1615
- Tool warnings: 97
- Flops after synth: 34
- Slew Viols, Final: 0
- PortBufs: 104
- CP Max Fanout: 36
- Synth Instances: 967
- Pleak: 0.00337 uW
- DIE WIDTH: 130 um
- Critical path launch point type: input port
- Endpoints left unconstrained: 68
- Distinct cells, synth: 84
- Combinational power share: 94.2%
- Worst min path class: in2out
- Pin count of the biggest net entering global routing: 37
- Hold Fails Final Rpt: 0
- Ports: 104
- Hold buffers post-CTS: 0
- Global routing usage on met3: 4.59%
- Number of setup buffers added after CTS: 0
- GRT Total Usage: 28.9%
- Area grow syn2layout: 18.4%
- CP Capture Type: output port
- TNS Setup: 0 ns
- Placer Congestion: 0.984
- Critical setup path kind: in2out
- PostCTS Resize Cnt: 0
- Share of layout cells above drive strength 1: 4.38%
- Ys flop type: dlxtn_1
- Synth async-reset ratio: 0%
- Gr ovfl total: 0
- Post-Syn Area: 6570 um^2
- GR Layer Usage met1: 42.0%
- WL final: 24200 um
- Initial DRC Count: 730
- Initial antenna violation count: 0
- Max VDD drop: 0.0123 mV
- Period utilization: 68.6%
- Critical Path RT: 13.60 ns
- Chip Area, Yosys: 6570 um^2
- First-pass GRT wire length: 37600 um
- Final core occ: 48.8%
- Drt drc: 0
- Main area contributors: ha_1, dlxtn_1, a21oi_1, inv_1, nor2_1
- Psw: 154 uW
- Cells in synth_stat.txt: 967
- Final setup viols: 0
- Crit path DAT: 8.26 ns
- Cell total after placement: 1244
- Met2 usage: 43.8%
- Vias per cell: 6.16
- Routed via count: 7658
- Int Pwr: 113 uW
- Number of global-route vias before repair: 6938
- Mapped Avg Cell Area: 6.79 um^2
- Dominant cell type by area after synthesis: ha_1
- Initial Util: 41.2%
- DR WL/cell: 19.5 um
- Synth top area share: 18.5%
- Drt pass-1 iters: 7
- Worst rel slew slack: 40.6%
- Power per cell area: 34.4 nW/um^2
- Clock power frac: 0%
- Std cell rows: 46
- Post-layout minimum cycle time: 11.66 ns
- Top Usage Layer GRT: met2
- Register pins left without a clock: 34
power groups by stage:
stage	Combinational (uW)	Clock [uW]	Sequential, uW
final	252	0	15.5
after global routing	275	0	16.1
after CTS	247	0	15.5
layer usage:
metal  up-vias  part of all wire, %
li1       3695                    -
met1      3521                   45
met2       392                   43
met3        50                  9.2
met4         0                  3.2
met5         -                    0
critical path: stages:
cell,delay [ns]
clkdlybuf4s50_1,1.05
nor3b_1,0.37
or3_1,0.19
buf_4,0.42
nor3b_1,0.10
a211o_1,0.30
nor4_1,0.42
nand3_1,0.14
or4_1,0.40
or4_1,0.43
nor4_2,0.14
nand4_1,0.16
nor4_2,0.20
clkdlybuf4s50_1,0.52
kinds of logic (layout without fill, tap and decap cells):
group                    count (synthesis)  after routing  share of synthesized area [%]
latches                                 34             34                           7.77
AND/OR/NAND/NOR                        308            308                           24.1
XOR/XNOR                                 4              4                          0.533
multiplexers                            11             11                           1.70
buffers and inverters                  156            217                           9.37
AND-OR/OR-AND                          354            354                           37.1
adder cells (fa/ha/maj)                100            100                           19.4
stage by stage:
stage	area, um^2	setup slack, ns	hold WS (ns)
after detailed placement	7780	5.46	8.16
final	7780	5.34	8.17
after floorplan	6570	7.07	7.09
after CTS	7780	5.45	8.17
after global routing	7780	5.01	8.22
after global placement	7780	5.47	8.15
layout make-up:
class,instances,area [um^2],area share [%]
inverter,97,364,4.68
multi-input combinational,777,5470,70.3
sequential,34,510,6.56
tap,216,270,3.48
timing repair buffer,120,1160,14.9
layout by cell type (no fill, tap or decap), types with 11 or more instances in the layout:
cell,n
nand2_1,59
ha_1,97
nor2b_1,17
clkdlybuf4s50_1,104
a21o_1,11
nor3_1,21
a22oi_1,12
nand2b_1,15
o31ai_1,13
inv_1,95
o211ai_1,13
a211oi_1,17
o21ai_0,42
dlxtn_1,34
o22ai_1,16
nor2_1,90
nand4_1,11
buf_4,16
a221oi_1,20
a21oi_1,91
nand3_1,28
a31oi_1,14
cell usage after synthesis (12+ instances only):
master,number
a211oi_1,17
a21oi_1,91
a221oi_1,20
a22oi_1,12
a31oi_1,14
buf_2,18
clkbuf_1,31
dlxtn_1,34
ha_1,97
inv_1,95
nand2_1,59
nand2b_1,15
nand3_1,28
nor2_1,90
nor2b_1,17
nor3_1,22
o211ai_1,13
o21ai_0,42
o22ai_1,16
o31ai_1,13
final timing paths:
path                    to       start  cells past startpoint
worst max-delay path  Zero  ALU_ctr[2]                     14
worst min-delay path  Zero  ALU_ctr[0]                      6
flip-flops by register name, summed over array words and instances (netlist names):
signal	cells
Result	32
Carry_out	1
Overflow	1
Power and IR drop assume default switching activity.
