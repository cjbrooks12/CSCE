## flow/design.v

```verilog
module RegFile(readData1, readData2, readAddr1, readAddr2, writeData, writeAddr, writeEn, clk);
    output [31:0] readData1, readData2;
    input [4:0] readAddr1, readAddr2, writeAddr;
    input clk, writeEn;
    input [31:0] writeData;
    reg [31:0] readData1, readData2;
    reg [31:0] reg_file[31:0];
    always @(negedge clk) begin
        readData1 = reg_file[readAddr1];
        readData2 = reg_file[readAddr2];
    end
    always@(posedge clk) begin
        if(writeEn == 1) begin
            reg_file[writeAddr] = writeData;
        end
    end
endmodule
```

## flow/run.sh

```bash
#!/bin/bash
# OpenROAD 26Q1-2900-gdf79404cd8, Yosys 0.63+post, stock flow scripts
make -C /OpenROAD-flow-scripts/flow DESIGN_CONFIG=/design/flow/config.mk WORK_HOME=/design/flow/orfs finish
```

## flow/config.mk

```make
export PLATFORM = sky130hd
export DESIGN_NAME = RegFile
export DESIGN_NICKNAME = RegFile
export VERILOG_FILES = /design/flow/design.v
export SDC_FILE = /design/flow/constraint.sdc
export NUM_CORES = 4
export LEC_CHECK = 1
export CORE_UTILIZATION = 30
```

## flow/constraint.sdc

```tcl
current_design RegFile

set clk_period 5.0
set clk_io_pct 0.2

create_clock -name clk0 -period $clk_period [get_ports {clk}]

set non_clock_inputs [all_inputs -no_clocks]
set_input_delay [expr $clk_period * $clk_io_pct] -clock clk0 $non_clock_inputs
set_output_delay [expr $clk_period * $clk_io_pct] -clock clk0 [all_outputs]
```

==> impl_metrics.py <==
# Flow results
metrics = {
    "status": {
        "run_status": "finished clean",
    },
    "setup_path": {
        "slowest_stage": "clkdlybuf4s50_1",
        "r2r_setup_slack_ps": 1050,
        "critPathCaptureType": "output pin",
        "r2r.worst_path.cells": 5,
        "startpoint_type": "flip-flop",
        "crit_fanout": 1,
        "crit_family": "buffers and inverters",
        "r2r-end": "readData2[3]$_DFF_N_",
        "critPathKind": "reg2out",
        "critPathMaxStageDelay_ps": 450,
        "required_ps": 4000,
        "crit_chain": "clkdlybuf4s50_1",
        "cp.arrival_ps": 3960,
        "path_buffers": 1,
        "rr_startpoint": "reg_file[6][3]$_DFFE_PP_",
    },
    "worst_hold_path": {
        "worst_hold_startpoint": "writeData[0]",
        "hp-class": "in2reg",
        "holdPathStages": 2,
        "whs_endpoint": "reg_file[17][0]$_DFFE_PP_",
    },
    "cells_and_area": {
        "drive_gt1_share_pct": 17.94,
        "utilization_pct": 37.24,
        "final_area_um2": 61580,
        "areaGrowthSynthToFinish_pct": 22.99,
        "final.fill_count": 15290,
        "lay_top_cells": "1024 x mux2i_1, 1024 x edfxtp_1, 322 x buf_4",
    },
    "routing": {
        "wire_per_inst_um": 25.91,
        "drtIter0Drc": 2060,
        "drc": 0,
        "ant_nets": 0,
        "viasPerCell": 5.203,
        "drt_first_pass_iters": 23,
        "finalWirelength_um": 161100,
        "vias": 32340,
    },
    "grt": {
        "antenna_found_initial": 8,
        "grtUsageTotal_pct": 20.06,
        "gr-total-overflow": 0,
        "grt_pass1_wl_um": 231500,
        "grt_pass1_vias": 33560,
        "grt_max_degree": 46,
    },
    "yosys": {
        "ys_warn_count": 1,
        "ys_seq_share_pct": 63.97,
        "ys_sh_adder_pct": 0,
        "simple_gate_area_share_pct": 4.593,
        "synthMuxAreaShare_pct": 20.47,
        "yosysCellCount": 3451,
        "aoi_share_pct": 7.836,
        "synth_chip_area_um2": 50070,
        "syn-instance-count": 3451,
        "yosys.cell_types.count": 25,
        "xor_share_pct": 0,
        "synthTopLogicFamily": "multiplexers",
        "syn_area_per_cell_um2": 14.51,
        "ys_ff": 1088,
        "synthesis.area_um2": 50070,
    },
    "placement": {
        "dp_hpwl_um": 103500,
        "portBuffers": 112,
        "gp_congestion": 0.9011,
        "placed_area_um2": 57440,
        "dp_slack_ps": -819.8,
    },
    "sta": {
        "setup_violations": 0,
        "slew_violations": 0,
        "hold_viol": 0,
        "fin_ws_ps": 37.31,
        "finClkSkew_ps": 23.13,
        "fin_tns_setup_ps": 0,
        "rsz0062_at_grt": "no",
        "max-slew-margin-rel_pct": 35.59,
        "worst_pin_slew_ps": 963.2,
    },
    "floorplanning": {
        "core_util_floorplan_pct": 30.28,
        "die_h_um": 410.5,
        "core_area_um2": 165400,
        "die-area_um2": 168500,
        "die_w_um": 410.5,
        "num_rows": 149,
        "ios": 113,
    },
    "cts": {
        "worst_setup_hold_path_clk_slew_ps": 60,
        "insertion_delay_ps": 720,
        "cts_max_path_buffers": 3,
        "cts-hold-fix-buffers": 0,
        "cts_root_buffer": "clkbuf_16",
        "clock_sinks": 1088,
        "cts_htree_levels": 3,
        "numCtsBuffers": 111,
        "cts_tree": "yes",
    },
    "pwr": {
        "cellPowerDensity_nw_per_um2": 339.6,
        "ir_drop_uv": 256.7,
        "total_power_w": 0.02092,
        "p_leak_nw": 23.41,
    },
    "job": {
        "max_cap_violations": 0,
        "tool_warnings": 90,
    },
}
-- metrics by stage --
step,instances,hold WS (ps)
2_1_floorplan,3451,1099
3_3_place_gp,5937,1833
3_5_place_dp,5937,1832
4_1_cts,6210,1053
5_1_grt,6214,1109
6_report,6216,1104
-- per-layer routing --
layer	vias to the layer above	share of wire [%]	GRT usage, %
met5	-	0.086	0.3957
met4	14	3.3	4.896
met3	290	14	11.70
met2	1646	47	30.97
met1	15810	36	24.49
li1	14580	-	-
-- how the worst max path moves through the flow --
| stage | slack (ps) | depth (start not counted) | end | from |
|---|---|---|---|---|
| 4_1_cts | 2 | 1 | readData1[26] | readData1[26]$_DFF_N_ |
| 5_1_grt | 1 | 1 | readData1[29] | readData1[29]$_DFF_N_ |
| 6_report | 40 | 1 | readData2[21] | readData2[21]$_DFF_N_ |
-- cells in the mapped netlist (all sizes together) --
library cell     n  area (um2)
or3b             3       26.28
a21oi          192       960.9
nand3b           5       37.54
a31oi           64       400.4
buf            165        1220
nor2            35       131.4
nand3          194       970.9
nor3            64       320.3
a22oi          192        1441
inv              1       3.750
or3              1       6.260
and2             2       12.51
or2              2       12.51
nand2          195       732.0
clkbuf          88       345.3
nor2b            4       25.02
dfxtp           64        1281
mux2i         1024       10250
edfxtp        1024       30750
a22o           128        1121
nand2b           4       25.02
-- state kept, by name, summed over array words and instances, names as in the netlist --
name	cells
reg_file	1024
readData2	32
readData1	32
-- cell families after synthesis --
group           after synthesis
mux                        1024
compound gates              576
simple gates                509
buf+inv                     254
flops                      1088
-- layout make-up --
type                       instances  area, um2  share of cell area [%]
timing repair buffer             554       5893                   9.569
multi-input combinational       2109      16790                   27.26
clock inverter                   129      729.5                   1.185
tap                             2189       2739                   4.447
antenna                            2      5.005                0.008127
sequential                      1088      32130                   52.18
clock buffer                     145       3294                   5.350
-- timing repair --
| item | 4_1_cts | 5_1_grt |
|---|---|---|
| resized | 114 | 14 |
| cloned | 0 | 1 |
| buffers inserted | 0 | 3 |
| pin swaps | 0 | 0 |
| setup endpoints to repair | 58 | 14 |
-- report_power, final --
part | leakage [nW] | internal (W) | switching (W)
logic | 11.4 | 0.000874 | 0.00110
registers | 9.77 | 0.0102 | 0.000105
clock network | 2.25 | 0.00503 | 0.00366
No activity file was given, so power comes from the tool's default toggle rates.
